--- design/flow/design.v ---
module SFTransform_v1 (
    input clk,
    input busy,
    input [7:0] signal_read,
    output reg [7:0] result
  );
localparam SIZE = 8; 
localparam WINDOW_WIDTH = 11; 
localparam SIZE_C = 2;  
localparam UPDATE = 3'b111;
localparam INIT = 3'b0;
wire [7:0] Sine [0:255];
wire [7:0] GaborW [0:WINDOW_WIDTH - 1];
assign Sine[0] = 8'b01001011; assign GaborW[0] = 8'b00000010;  
assign Sine[1] = 8'b01001100; assign GaborW[1] = 8'b00000101;
assign Sine[2] = 8'b01001101; assign GaborW[2] = 8'b00001010; 
assign Sine[3] = 8'b01001110; assign GaborW[3] = 8'b00010010;
assign Sine[4] = 8'b01001111; assign GaborW[4] = 8'b00011100; 
assign Sine[5] = 8'b01010001; assign GaborW[5] = 8'b00100110; 
assign Sine[6] = 8'b01010010; assign GaborW[6] = 8'b00101110;
assign Sine[7] = 8'b01010011; assign GaborW[7] = 8'b00110010;  
assign Sine[8] = 8'b01010100; assign GaborW[8] = 8'b00101110; 
assign Sine[9] = 8'b01010101; assign GaborW[9] = 8'b00100110; 
assign Sine[10] = 8'b01010111; assign GaborW[10] = 8'b00011100; 
assign Sine[11] = 8'b01011000;  
assign Sine[12] = 8'b01011001;  
assign Sine[13] = 8'b01011010;  
assign Sine[14] = 8'b01011011;  
assign Sine[15] = 8'b01011100;  
assign Sine[16] = 8'b01011110;  
assign Sine[17] = 8'b01011111; 
assign Sine[18] = 8'b01100000; 
assign Sine[19] = 8'b01100001; 
assign Sine[20] = 8'b01100010; 
assign Sine[21] = 8'b01100011; 
assign Sine[22] = 8'b01100100;  
assign Sine[23] = 8'b01100101;  
assign Sine[24] = 8'b01100110; 
assign Sine[25] = 8'b01100111; 
assign Sine[26] = 8'b01101000; 
assign Sine[27] = 8'b01101001; 
assign Sine[28] = 8'b01101010; 
assign Sine[29] = 8'b01101011;  
assign Sine[30] = 8'b01101100; 
assign Sine[31] = 8'b01101101;  
assign Sine[32] = 8'b01101110; 
assign Sine[33] = 8'b01101111; 
assign Sine[34] = 8'b01110000;  
assign Sine[35] = 8'b01110000; 
assign Sine[36] = 8'b01110001; 
assign Sine[37] = 8'b01110010;  
assign Sine[38] = 8'b01110011;  
assign Sine[39] = 8'b01110011; 
assign Sine[40] = 8'b01110100;  
assign Sine[41] = 8'b01110101; 
assign Sine[42] = 8'b01110101;  
assign Sine[43] = 8'b01110110;
assign Sine[44] = 8'b01110111;
assign Sine[45] = 8'b01110111; 
assign Sine[46] = 8'b01111000; 
assign Sine[47] = 8'b01111000; 
assign Sine[48] = 8'b01111001; 
assign Sine[49] = 8'b01111001; 
assign Sine[50] = 8'b01111010; 
assign Sine[51] = 8'b01111010;  
assign Sine[52] = 8'b01111010;  
assign Sine[53] = 8'b01111011;
assign Sine[54] = 8'b01111011; 
assign Sine[55] = 8'b01111011; 
assign Sine[56] = 8'b01111100;  
assign Sine[57] = 8'b01111100; 
assign Sine[58] = 8'b01111100;
assign Sine[59] = 8'b01111100; 
assign Sine[60] = 8'b01111100; 
assign Sine[61] = 8'b01111100; 
assign Sine[62] = 8'b01111100; 
assign Sine[63] = 8'b01111100; 
assign Sine[64] = 8'b01111101; 
assign Sine[65] = 8'b01111100; 
assign Sine[66] = 8'b01111100;
assign Sine[67] = 8'b01111100; 
assign Sine[68] = 8'b01111100; 
assign Sine[69] = 8'b01111100; 
assign Sine[70] = 8'b01111100; 
assign Sine[71] = 8'b01111100;
assign Sine[72] = 8'b01111100; 
assign Sine[73] = 8'b01111011; 
assign Sine[74] = 8'b01111011;  
assign Sine[75] = 8'b01111011; 
assign Sine[76] = 8'b01111010; 
assign Sine[77] = 8'b01111010; 
assign Sine[78] = 8'b01111010;  
assign Sine[79] = 8'b01111001; 
assign Sine[80] = 8'b01111001;  
assign Sine[81] = 8'b01111000;  
assign Sine[82] = 8'b01111000;  
assign Sine[83] = 8'b01110111;  
assign Sine[84] = 8'b01110111; 
assign Sine[85] = 8'b01110110; 
assign Sine[86] = 8'b01110101; 
assign Sine[87] = 8'b01110101; 
assign Sine[88] = 8'b01110100; 
assign Sine[89] = 8'b01110011;
assign Sine[90] = 8'b01110011;  
assign Sine[91] = 8'b01110010; 
assign Sine[92] = 8'b01110001; 
assign Sine[93] = 8'b01110000;  
assign Sine[94] = 8'b01110000; 
assign Sine[95] = 8'b01101111;
assign Sine[96] = 8'b01101110; 
assign Sine[97] = 8'b01101101; 
assign Sine[98] = 8'b01101100;
assign Sine[99] = 8'b01101011; 
assign Sine[100] = 8'b01101010;
assign Sine[101] = 8'b01101001; 
assign Sine[102] = 8'b01101000; 
assign Sine[103] = 8'b01100111; 
assign Sine[104] = 8'b01100110; 
assign Sine[105] = 8'b01100101; 
assign Sine[106] = 8'b01100100; 
assign Sine[107] = 8'b01100011;  
assign Sine[108] = 8'b01100010;  
assign Sine[109] = 8'b01100001;  
assign Sine[110] = 8'b01100000; 
assign Sine[111] = 8'b01011111;  
assign Sine[112] = 8'b01011110;  
assign Sine[113] = 8'b01011100;  
assign Sine[114] = 8'b01011011;
assign Sine[115] = 8'b01011010;  
assign Sine[116] = 8'b01011001; 
assign Sine[117] = 8'b01011000; 
assign Sine[118] = 8'b01010111;  
assign Sine[119] = 8'b01010101; 
assign Sine[120] = 8'b01010100; 
assign Sine[121] = 8'b01010011;  
assign Sine[122] = 8'b01010010;  
assign Sine[123] = 8'b01010001; 
assign Sine[124] = 8'b01001111; 
assign Sine[125] = 8'b01001110; 
assign Sine[126] = 8'b01001101;  
assign Sine[127] = 8'b01001100; 
assign Sine[128] = 8'b01001011; 
assign Sine[129] = 8'b01001001;  
assign Sine[130] = 8'b01001000;  
assign Sine[131] = 8'b01000111; 
assign Sine[132] = 8'b01000110;  
assign Sine[133] = 8'b01000100; 
assign Sine[134] = 8'b01000011;  
assign Sine[135] = 8'b01000010;
assign Sine[136] = 8'b01000001; 
assign Sine[137] = 8'b01000000; 
assign Sine[138] = 8'b00111110; 
assign Sine[139] = 8'b00111101; 
assign Sine[140] = 8'b00111100; 
assign Sine[141] = 8'b00111011;  
assign Sine[142] = 8'b00111010; 
assign Sine[143] = 8'b00111001;  
assign Sine[144] = 8'b00110111; 
assign Sine[145] = 8'b00110110; 
assign Sine[146] = 8'b00110101; 
assign Sine[147] = 8'b00110100;  
assign Sine[148] = 8'b00110011; 
assign Sine[149] = 8'b00110010; 
assign Sine[150] = 8'b00110001; 
assign Sine[151] = 8'b00110000;  
assign Sine[152] = 8'b00101111; 
assign Sine[153] = 8'b00101110;  
assign Sine[154] = 8'b00101101; 
assign Sine[155] = 8'b00101100; 
assign Sine[156] = 8'b00101011;  
assign Sine[157] = 8'b00101010; 
assign Sine[158] = 8'b00101001; 
assign Sine[159] = 8'b00101000; 
assign Sine[160] = 8'b00100111;  
assign Sine[161] = 8'b00100110; 
assign Sine[162] = 8'b00100101;  
assign Sine[163] = 8'b00100101;  
assign Sine[164] = 8'b00100100; 
assign Sine[165] = 8'b00100011; 
assign Sine[166] = 8'b00100010;  
assign Sine[167] = 8'b00100010;  
assign Sine[168] = 8'b00100001;  
assign Sine[169] = 8'b00100000;  
assign Sine[170] = 8'b00100000; 
assign Sine[171] = 8'b00011111;  
assign Sine[172] = 8'b00011110;  
assign Sine[173] = 8'b00011110;  
assign Sine[174] = 8'b00011101;  
assign Sine[175] = 8'b00011101;  
assign Sine[176] = 8'b00011100;  
assign Sine[177] = 8'b00011100;  
assign Sine[178] = 8'b00011011;  
assign Sine[179] = 8'b00011011;  
assign Sine[180] = 8'b00011011;  
assign Sine[181] = 8'b00011010;  
assign Sine[182] = 8'b00011010;  
assign Sine[183] = 8'b00011010;
assign Sine[184] = 8'b00011001; 
assign Sine[185] = 8'b00011001; 
assign Sine[186] = 8'b00011001; 
assign Sine[187] = 8'b00011001; 
assign Sine[188] = 8'b00011001; 
assign Sine[189] = 8'b00011001; 
assign Sine[190] = 8'b00011001; 
assign Sine[191] = 8'b00011001; 
assign Sine[192] = 8'b00011001;
assign Sine[193] = 8'b00011001; 
assign Sine[194] = 8'b00011001; 
assign Sine[195] = 8'b00011001; 
assign Sine[196] = 8'b00011001; 
assign Sine[197] = 8'b00011001;  
assign Sine[198] = 8'b00011001;  
assign Sine[199] = 8'b00011001; 
assign Sine[200] = 8'b00011001; 
assign Sine[201] = 8'b00011010; 
assign Sine[202] = 8'b00011010; 
assign Sine[203] = 8'b00011010; 
assign Sine[204] = 8'b00011011; 
assign Sine[205] = 8'b00011011;
assign Sine[206] = 8'b00011011;  
assign Sine[207] = 8'b00011100;  
assign Sine[208] = 8'b00011100;  
assign Sine[209] = 8'b00011101;  
assign Sine[210] = 8'b00011101; 
assign Sine[211] = 8'b00011110;  
assign Sine[212] = 8'b00011110; 
assign Sine[213] = 8'b00011111; 
assign Sine[214] = 8'b00100000;  
assign Sine[215] = 8'b00100000; 
assign Sine[216] = 8'b00100001; 
assign Sine[217] = 8'b00100010; 
assign Sine[218] = 8'b00100010; 
assign Sine[219] = 8'b00100011; 
assign Sine[220] = 8'b00100100; 
assign Sine[221] = 8'b00100101;
assign Sine[222] = 8'b00100101;  
assign Sine[223] = 8'b00100110; 
assign Sine[224] = 8'b00100111; 
assign Sine[225] = 8'b00101000; 
assign Sine[226] = 8'b00101001;
assign Sine[227] = 8'b00101010;  
assign Sine[228] = 8'b00101011; 
assign Sine[229] = 8'b00101100; 
assign Sine[230] = 8'b00101101;  
assign Sine[231] = 8'b00101110; 
assign Sine[232] = 8'b00101111; 
assign Sine[233] = 8'b00110000;  
assign Sine[234] = 8'b00110001; 
assign Sine[235] = 8'b00110010; 
assign Sine[236] = 8'b00110011; 
assign Sine[237] = 8'b00110100;  
assign Sine[238] = 8'b00110101;  
assign Sine[239] = 8'b00110110; 
assign Sine[240] = 8'b00110111;  
assign Sine[241] = 8'b00111001; 
assign Sine[242] = 8'b00111010; 
assign Sine[243] = 8'b00111011; 
assign Sine[244] = 8'b00111100; 
assign Sine[245] = 8'b00111101; 
assign Sine[246] = 8'b00111110;  
assign Sine[247] = 8'b01000000;  
assign Sine[248] = 8'b01000001;  
assign Sine[249] = 8'b01000010; 
assign Sine[250] = 8'b01000011; 
assign Sine[251] = 8'b01000100; 
assign Sine[252] = 8'b01000110; 
assign Sine[253] = 8'b01000111;  
assign Sine[254] = 8'b01001000; 
assign Sine[255] = 8'b01001001;
reg [SIZE_C:0] counter = INIT; 
reg [7:0] addr2 = 8'b0;
reg [3:0] addr1 = 4'b0;
wire [7:0] data;
assign data = signal_read; 
integer l,m;
reg [7:0] sum [0:WINDOW_WIDTH - 1][0:SIZE - 1];
reg [1:0] state = 2'b00;
always @(negedge busy) begin  
counter <= counter + 1'b1;   
   if (counter == UPDATE) begin  
      addr2 <= addr2 + 1'b1;         
      if (addr1 == 4'b1011) begin    
        addr1 <= 4'b0;               
      end else begin                 
      addr1 <= addr1 + 1'b1;         
      end                            
   end                               
  result <= sum[addr1][counter];  
end
always @(posedge clk) begin
  case (state)
   2'b00: begin
            if (counter == UPDATE) begin  
              state <= 2'b01;
            end
         end
  2'b01: begin
    for (m = 0; m < SIZE; m = m +1 ) begin 
       sum[addr1][m] <= 8'b0;  
    end
    state <= 2'b10;
  end
  2'b10: begin
     for (l = 0; l < WINDOW_WIDTH ; l = l+1) begin : time_shift  
        for (m = 0; m < SIZE ; m = m + 1) begin : frequency   
            sum [l][m] <=  (data *GaborW[(addr1 +7 - l) ]*(Sine[(addr2*m)&8'hFF  ] - 8'd75)) + sum[l][m] ;     
        end
      end
    state <= 2'b00;  
  end
endcase
 end  
 initial begin  
 for (l = 0; l < WINDOW_WIDTH ; l = l+1) begin 
    for (m = 0; m < SIZE ; m = m+1) begin 
          sum[l][m] = 8'b0;
    end
  end  
 end  
endmodule
--- design/flow/run.sh ---
#!/bin/bash
# OpenROAD 26Q1-2900-gdf79404cd8, Yosys 0.63+post, stock flow scripts
make -C /OpenROAD-flow-scripts/flow DESIGN_CONFIG=/design/flow/config.mk WORK_HOME=/design/flow/orfs finish
--- design/flow/config.mk ---
export PLATFORM = sky130hd
export DESIGN_NAME = SFTransform_v1
export DESIGN_NICKNAME = SFTransform_v1
export VERILOG_FILES = /design/flow/design.v
export SDC_FILE = /design/flow/constraint.sdc
export NUM_CORES = 4
export LEC_CHECK = 1
export CORE_UTILIZATION = 50
export SYNTH_HDL_FRONTEND = slang
--- design/flow/constraint.sdc ---
current_design SFTransform_v1

set clk_period 15.7
set clk_io_pct 0.2

create_clock -name clk0 -period $clk_period [get_ports {busy}]
create_clock -name clk1 -period $clk_period [get_ports {clk}]

set non_clock_inputs [all_inputs -no_clocks]
set_input_delay [expr $clk_period * $clk_io_pct] -clock clk0 $non_clock_inputs
set_output_delay [expr $clk_period * $clk_io_pct] -clock clk0 [all_outputs]
==> flow_summary_export.csv <==
group,metric,value,unit
power,switching_share,32.12,%
final_layout,fillers,22295,
global_route,antenna_found_initial,29,
synth,avgSynthCellArea,8.769,µm²
synth,synthArstFlopShare,0,%
clock_network,clk_pin_slew_worst_paths,0.07,ns
critical_path,startpoint_type,"register",
critical_path,critPathMaxFanout,6,
global_route,grt_pass1_vias,110620,
critical_path,crit_slowest_cell,"fa_2",
status,status,"finished, violations left",
power,max-vdd-ir-drop,0.07846,mV
final_timing,hold_ws,0.4562,ns
power,power_switching,2.147,mW
synth,edf_count,628,
final_timing,setup_slack,-0.9043,ns
floorplanning,die_area,266100,µm²
clock_network,cts_tree,"done",
global_route,grt_start_max_net_pins,85,
synth,ys.flops,642,
floorplanning,io_pins,18,
detailed_routing,firstDrtPassIters,8,
run,warning_count,100,
detailed_routing,wirelength,530.1,mm
critical_path,cpMostUsedCell,"fa_1",
floorplanning,rows,188,
clock_network,clock_sinks,642,
floorplanning,die_height,515.9,µm
final_timing,relSlewSlack,18.36,%
critical_path,end_kind,"register",
power,powerDensity,41.20,nW/µm²
critical_path,crit_type,"register to register",
critical_path,rr_worst_depth,38,
final_layout,drive_gt1_share,20.43,%
detailed_routing,ant_nets,0,
detailed_routing,drc,0,
final_layout,mostFrequentLayoutCell,"inv_1",
final_timing,worstMarginPinSlew,1.225,ns
critical_path,reg2reg_setup_slack,-0.90,ns
placement,dp.final_hpwl,413.1,mm
synth,yosysUniqueCellTypes,106,
critical_path,reg2reg_to,"sum[5][23]",
final_timing,hold_violations,0,
run,cap_violations,0,
floorplanning,die_w,515.9,µm
final_timing,setup_violations,77,
detailed_routing,viasPerCell,5.385,
critical_path,critPathLaunch,"addr1[1]",
hold_path,hp-class,"register to register",
synth,yosys_cells,15056,
power,power_leakage,76.38,nW
final_layout,syn_to_final_growth,22.88,%
floorplanning,fp_util,50.30,%
power,internal_power,4.537,mW
global_route,grt-ovfl-total,0,
global_route,grt_first_pass_wirelength,767.7,mm
synth,yosys_area,132000,µm²
critical_path,cp_top_family,"adder cells",
critical_path,r2r-start,"addr1[1]",
final_timing,finClkSkew,0.04572,ns
final_layout,most-common-layout-cells,"inv_1, buf_4, nand2_1",
critical_path,worstPathArrival,17.24,ns
placement,port_buffers,16,
critical_path,critical_path_buf_inv_count,10,
status,violations,"setup timing",
power,combPwrFrac,33.2,%
floorplanning,design.core.area,262500,µm²
detailed_routing,num_vias,108111,
detailed_routing,drt-initial-drc-count,6646,
critical_path,crit_path_end,"sum[5][23]",
critical_path,worst_ep_required_time,16.34,ns
synth,ys_seq_share,14.50,%
synth,synth_cells,15056,
power,seqPwrFrac,27.7,%
detailed_routing,post_drt_wl_per_cell,26.40,µm
global_route,track_usage,43.48,%
power,pwr-share-clk,39.1,%
placement,gp_congestion,1.059,
critical_path,cp.depth,38,
final_timing,rsz0062_at_grt,"true",
final_layout,fin_util,61.80,%
final_timing,maxSlewViolCount,0,
synth,ys.warnings.count,0,
critical_path,cpPeakStageDelay,0.59,ns
clock_network,ctsHoldBuffers,0,
synth,synth_area,132000,µm²
synth,flop_cell,"edfxtp_1",
## stage by stage
| step | instance area (µm²) | power (mW) | std cells | setup TNS [ns] | worst slack (ns) |
|---|---|---|---|---|---|
| floorplan | 134500 | 3.230 | 15056 | -108.25 | -1.503 |
| global placement | 153800 | 3.885 | 19706 | -115.28 | -1.407 |
| detailed placement | 153800 | 3.887 | 19706 | -119.08 | -1.412 |
| CTS | 159800 | 6.615 | 19986 | -42.61 | -0.7788 |
| global route | 162200 | 6.938 | 20045 | -73.19 | -1.172 |
| finish | 162200 | 6.684 | 20077 | -46.31 | -0.9043 |
## layout make-up
class / instances / area, µm² / share of cell area [%]
multi-input cells: 10444 / 103400 / 63.75
repair buffers: 2149 / 19950 / 12.30
flip-flops and latches: 642 / 19140 / 11.80
inverters: 3077 / 11600 / 7.149
well taps: 3515 / 4398 / 2.711
clock buffers: 120 / 2684 / 1.654
clock inverters: 90 / 934.6 / 0.5761
diodes: 40 / 100.1 / 0.06170
## cell usage after synthesis (117+ instances only)
library cell	count	area (µm²)
nor2_1	1017	3817
o21ai_0	184	920.9
mux4_2	148	3333
edfxtp_1	628	18860
and2_1	991	6200
xor2_1	120	1051
ha_1	1565	19580
inv_1	3060	11490
a21o_1	195	1464
xnor2_1	1212	10620
clkbuf_1	694	2605
a21oi_1	418	2092
xnor3_1	117	2635
nand2_1	1807	6783
fa_1	1528	30590
nor2b_1	163	1020
## metal layers
layer,part of all wire (%),track usage [%],vias to the layer above
met1,36,55.53,52609
li1,-,-,49425
met5,0.31,4.621,-
met2,42,59.59,4834
met4,7.2,22.73,45
met3,15,24.68,1198
## flip-flops by register name, indices dropped and copies added, names as in the netlist
register  flops
addr1         4
state         3
result        8
sum         616
counter       3
addr2         8
## how the worst min path moves through the flow
stage     startpoint        to  cells after the start
6_report    state[0]  state[0]                      1
5_1_grt     state[0]  state[2]                      1
4_1_cts     state[0]  state[0]                      1
## kinds of logic after synthesis
logic type                 share of synthesized area, %
xor gates and xnor gates                          11.01
AOI/OAI and AO/OA                                 6.537
adders and majority gates                         38.00
buffers and inverters                             11.45
DFF                                               14.50
and+or+nand+nor                                   15.11
muxes                                             3.394
## power by group through the flow
| stage | clock network (mW) | registers [mW] | logic [mW] |
|---|---|---|---|
| 6_report | 2.61 | 1.85 | 2.22 |
| 4_1_cts | 2.66 | 1.85 | 2.11 |
| 5_1_grt | 2.70 | 1.85 | 2.39 |
## worst register-to-register path: cells and delay by family (launching register included)
kind | cells | cell delay (ns)
compound gates | 4 | 0.85
xor+xnor | 7 | 1.11
fa+ha+maj | 13 | 5.07
buf+inv | 10 | 0.80
flops | 1 | 0.47
mux | 1 | 0.31
simple gates | 3 | 0.33
## repair_timing
action	CTS	global route
setup endpoints to repair	87	111
gates cloned	2	3
setup buffers	73	55
pin swaps	316	509
resized	335	337
Power and IR drop assume default switching activity.
